--- ./config.mk ---
export PLATFORM = sky130hd
export DESIGN_NAME = Alu
export DESIGN_NICKNAME = Alu
export VERILOG_FILES = /design/flow/design.v
export SDC_FILE = /design/flow/constraint.sdc
export NUM_CORES = 4
export LEC_CHECK = 1
export CORE_UTILIZATION = 50
export SYNTH_HDL_FRONTEND = slang
--- ./constraint.sdc ---
current_design Alu

set clk_period 52.0
set clk_io_pct 0.2

create_clock -name clk0 -period $clk_period

set non_clock_inputs [all_inputs -no_clocks]
set_input_delay [expr $clk_period * $clk_io_pct] -clock clk0 $non_clock_inputs
set_output_delay [expr $clk_period * $clk_io_pct] -clock clk0 [all_outputs]
--- ./design.v ---
module Alu(
  input         clock,
  input         reset,
  input  [63:0] io_oper_a,
  input  [63:0] io_oper_b,
  input  [4:0]  io_aluCtrl,
  output [63:0] io_result,
  output        io_zero
);
  wire [63:0] _res_T_1 = $signed(io_oper_a) & $signed(io_oper_b);  
  wire [63:0] _res_T_3 = $signed(io_oper_a) | $signed(io_oper_b);  
  wire [63:0] _res_T_6 = $signed(io_oper_a) + $signed(io_oper_b);  
  wire [63:0] _res_T_9 = $signed(io_oper_a) - $signed(io_oper_b);  
  wire [63:0] _GEN_0 = 5'h6 == io_aluCtrl ? $signed(_res_T_9) : $signed(64'sh0);  
  wire [63:0] _GEN_1 = 5'h2 == io_aluCtrl ? $signed(_res_T_6) : $signed(_GEN_0);  
  wire [63:0] _GEN_2 = 5'h1 == io_aluCtrl ? $signed(_res_T_3) : $signed(_GEN_1);  
  wire [63:0] res = 5'h0 == io_aluCtrl ? $signed(_res_T_1) : $signed(_GEN_2);  
  assign io_result = 5'h0 == io_aluCtrl ? $signed(_res_T_1) : $signed(_GEN_2);  
  assign io_zero = $signed(res) == 64'sh0;  
endmodule
--- ./run.sh ---
#!/bin/bash
# OpenROAD 26Q1-2900-gdf79404cd8, Yosys 0.63+post, stock flow scripts
make -C /OpenROAD-flow-scripts/flow DESIGN_CONFIG=/design/flow/config.mk WORK_HOME=/design/flow/orfs finish
==> reports/results.txt <==
Status -> finished, final reports clean
Placed cells -> 2283
Worst Max-Slew Pin Slew -> 0.949 ns
Vias in the first global route -> 13200
Synth Area in Adders -> 20.6%
Antenna diodes -> 0
Largest cells by area -> ha_1 (20%), a21oi_1 (8.6%), inv_1 (7.6%)
Final ANT Viol Nets -> 0
Row Count -> 55
Static Leak -> 0.00607 uW
Final hold violation count -> 0
Relative slew slack -> 36.2%
Total core area -> 0.0229 sq mm
PwrDens -> 10.9 mW/mm^2
Vias -> 14700
Yosys cell count -> 1856
# hold bufs at CTS -> 0
Yosys warning count -> 0
Final cell count without fillers -> 2283
Mapped Area -> 0.0118 sq mm
Register area -> 0 sq um
MUX share of area -> 3.91%
Area growth syn-to-layout -> 17.6%
Dominant logic cell types in the final layout -> inv_1 (238), a21oi_1 (203), clkdlybuf4s50_1 (197)
I/O pin total -> 200
Crit end category -> primary output
Crit path time final -> 26.75 ns
Clock buffer count in the final layout -> 0
Largest net degree at the start of global routing -> 55
Total power draw -> 151 uW
Logic area -> 0.0105 sq mm
Fillers -> 2159
Drt pass-1 iters -> 6
Die width -> 156 um
Most frequent logic cell in the layout -> inv_1
Drt via density -> 6.43
RSZ-0062 raised after global routing -> no
Setup TNS -> 0 ns
Die area -> 0.0242 sq mm
OpenROAD warning count -> 162
GR Overflow Total -> 0
Gr usage total -> 39.2%
VDD IR-drop max -> 0.00617 mV
Registers -> 0
Yosys Chip Area -> 0.0118 sq mm
Post-DP HPWL -> 38.2 mm
Comb area leader -> AND-OR/OR-AND gates
Residual DRC -> 0
Final worst setup slack -> 25.25 ns
XORs/XNORs by Area -> 3.34%
First-pass GRT wire length -> 73.4 mm
DP Worst Slack -> 25.35 ns
# setup viols final -> 0
Worst min path class -> in -> out
Starting Density -> 51.5%
Initial DRC count -> 1454
Critical Path Source Type -> primary input
Cells after Synth -> 1856
Resized Gates After CTS -> 0
Avg Inst Size Synth -> 6.36 sq um
Top-area cell share -> 20.3%
Synth area leader -> ha_1
Critical path arrival -> 16.35 ns
Synth Seq Share -> 0%
Ao+oa area frac -> 36.8%
Max-Cap Viols -> 0
Tcrit/Tclk final -> 51.4%
Worst setup path category -> in -> out
Req. time, crit path -> 41.60 ns
Worst-path fanout max -> 9
Share of cells above drive strength 1 -> 3.05%
Die H -> 156 um
Max Freq -> 37.4 MHz
Post-DR wirelength/cell -> 21.1 um
Post-Synth Simple-Gate Area -> 23.8%
Distinct lib cells used -> 95
Antenna violations before repair -> 0
IO Port Bufs -> 198
Routability-driven placement congestion ratio -> 1.03
Final Core Density -> 60.6%
Final wirelength -> 48.1 mm
Post-CTS Setup Inserts -> 0
Fin. max-slew vios -> 0
stage by stage:
stage | instance area (sq um) | hold WS (ns)
after detailed placement | 13900 | 21.82
after global placement | 13900 | 21.81
final | 13900 | 21.82
after global routing | 13900 | 21.87
after floorplan | 11800 | 21.04
after CTS | 13900 | 21.82
cells in the mapped netlist (12+ instances only):
cell type / number
or3_1: 12
o21bai_1: 20
o21ai_0: 120
ha_1: 191
a21o_1: 17
a21oi_1: 203
buf_2: 22
inv_1: 238
a31oi_1: 32
o211ai_1: 40
nor2_1: 154
nand2b_1: 15
nand2_1: 142
xnor2_1: 42
o31ai_1: 37
o22ai_1: 22
nor3_1: 36
nand4_1: 34
a211oi_1: 24
nor4_1: 45
o21a_1: 13
or4_1: 12
nand3_1: 38
mux2i_1: 45
clkbuf_1: 63
worst max-delay path: stages:
cell,delay (ns)
clkdlybuf4s50_1,0.50
inv_1,0.05
ha_1,0.51
nor2b_2,0.12
a2111oi_2,0.46
a221oi_1,0.22
o211ai_2,0.49
a21oi_1,0.13
nor3_1,0.77
mux2i_1,0.26
o2111ai_1,0.21
or3_1,0.53
or4_1,0.42
nor4_1,0.35
and4bb_1,0.24
nor4bb_4,0.18
clkdlybuf4s50_1,0.49
per-layer routing:
layer,track usage (%),share of wire [%],vias to the layer above
met2,61.1,44,865
li1,-,-,6997
met1,55.0,43,6689
met4,13.5,3.8,0
met5,0,0,-
met3,5.74,9.8,126
final timing paths:
check	startpoint	end	slack [ns]	cells past startpoint
worst max-delay path	io_oper_a[6]	io_zero	25.25	17
worst min-delay path	io_aluCtrl[0]	io_result[4]	21.82	4
cell type report:
type	count	area share [%]
multi-input combinational	1511	75.3
timing repair buffer	217	15.3
inverter	242	6.54
tap	313	2.82
power breakdown:
| group | switching [uW] | leakage (uW) | internal [uW] |
|---|---|---|---|
| Combinational | 93.1 | 0.00607 | 57.6 |
| Clock | 0 | 0 | 0 |
| Sequential | 0 | 0 | 0 |
| Total | 93.1 | 0.00607 | 57.6 |
cell families (layout without fill, tap and decap cells):
group	Yosys count	after routing
buffers and inverters	345	459
adder cells (fa/ha/maj)	193	193
multiplexers	46	46
XOR/XNOR	45	45
AND/OR/NAND/NOR	561	561
AND-OR/OR-AND	666	666
Power figures rest on the tool's default switching activity, not on a simulated workload.
